**flow/constraint.sdc**
```tcl
current_design SRAM_async

set clk_period 1.8
set clk_io_pct 0.2

create_clock -name clk0 -period $clk_period [get_ports {clk}]

set non_clock_inputs [all_inputs -no_clocks]
set_input_delay [expr $clk_period * $clk_io_pct] -clock clk0 $non_clock_inputs
set_output_delay [expr $clk_period * $clk_io_pct] -clock clk0 [all_outputs]
```
**flow/design.v**
```verilog
module SRAM_async (
    input clk,
    input [7:0] data_in,
    input [3:0] address,
    input write_en,
    output [7:0] data_out
);
    reg [7:0] ram [0:15] ;
    always @(posedge clk) begin
        if (write_en) begin
            ram[address] <= data_in;
        end
    end
    assign data_out = ram[address] ; 
endmodule
```
**flow/run.sh**
```bash
#!/bin/bash
# OpenROAD 26Q1-2900-gdf79404cd8, Yosys 0.63+post, stock flow scripts
make -C /OpenROAD-flow-scripts/flow DESIGN_CONFIG=/design/flow/config.mk WORK_HOME=/design/flow/orfs finish
```
**flow/config.mk**
```make
export PLATFORM = sky130hd
export DESIGN_NAME = SRAM_async
export DESIGN_NICKNAME = SRAM_async
export VERILOG_FILES = /design/flow/design.v
export SDC_FILE = /design/flow/constraint.sdc
export NUM_CORES = 4
export LEC_CHECK = 1
export CORE_UTILIZATION = 40
```
==> impl_metrics.json <==
{
  "post_route_clock_period_utilization_pct": 112,
  "number_of_instances_in_the_synthesized_netlist": 222,
  "top_register": "ram",
  "drtPass1Iterations": 4,
  "std_cell_rows": 40,
  "hold_path.class": "in -> reg",
  "avgRoutedWirePerCell_um": 21.9,
  "power.density_cell_area_nw_per_um2": 1160,
  "clock_tree_from_tritoncts": "yes",
  "syn_to_final_growth_pct": 26.7,
  "grt_start_max_net_pins": 25,
  "max_slew.worst_pin.slew_ns": 0.597,
  "final.setup.tns_ns": -1.53,
  "place.gp.congestion": 0.779,
  "h-tree-depth": 4,
  "post_synth_instance_area_um2": 4910,
  "detailed_place.area_um2": 5540,
  "grt_util_all_layers_pct": 18.2,
  "ys_seq_elements": 128,
  "total_of_hold_buffers_inserted_after_clock_tree_synthesis": 0,
  "crit_buf_inv": 1,
  "wl_um": 9770,
  "log.warning_count": 27,
  "max_stage_delay_ns": 0.49,
  "global_route.overflow_total": 0,
  "io-pin-count": 22,
  "finalPower_uw": 7200,
  "via_count_of_the_first_global_routing_pass": 2551,
  "floorplan.initialDensity_pct": 41.0,
  "final-hold-violation-count": 0,
  "vias": 2351,
  "failed_checks": "setup timing",
  "cts_max_path_buffers": 2,
  "max-cap-violations": 0,
  "dp_hpwl_um": 6010,
  "clkTransAtPathRegs_ns": 0.06,
  "end_kind": "output pin",
  "die_w_um": 113,
  "io_buf_count": 21,
  "leakage_uw": 0.00205,
  "max-vdd-ir-drop_mv": 0.508,
  "largest_fanout_on_the_critical_path": 1,
  "chip_area_um2": 12700,
  "report.final.setup_viol": 8,
  "arrival_ns": 1.66,
  "standard_cell_with_the_maximum_stage_delay_on_the_critical_path": "mux4_2",
  "cts.sinks": 128,
  "ctsRootBufferMaster": "clkbuf_16",
  "critical-path-top-delay-family": "multiplexers",
  "cts_buffer_count": 17,
  "detail-route-antenna-nets": 0,
  "remaining_design_rule_violation_count": 0,
  "worstSetupPathType": "reg -> out",
  "post-route-min-period_ns": 2.02,
  "detail_route.vias_per_cell": 5.28,
  "grt_setup_unrepaired": "yes",
  "syn-mean-instance-area_um2": 22.1,
  "synth_cell_type_count": 17,
  "slew_headroom_pct": 60.1,
  "core_um2": 12000,
  "largest_registers": "ram (128)",
  "status": "finished with violations",
  "start_kind": "register",
  "synth_warnings": 1,
  "logic_area_um2": 1080,
  "maximum_clock_rate_mhz": 496,
  "finish.instance_area_um2": 6220,
  "die_height_um": 113,
  "post-route-worst-setup-slack_ns": -0.217,
  "crit_path_cell_trace": "mux4_2 > a22oi_2 > nand2_1 > buf_2",
  "yosys-stat-cells": 222,
  "yosys.stat.chipArea_um2": 4910,
  "share_of_post_route_cells_with_drive_strength_above_1_pct": 40.6,
  "initialDrtViolationCount": 72,
  "sequential_cell_area_um2": 3840,
  "grt_first_pass_wirelength_um": 15100,
  "n_antenna_cell": 0,
  "largest_reg_flops": 128,
  "antenna_found_initial": 0,
  "nFillCells": 881,
  "timing_max_transition_violations_final": 0,
  "critical_path_rt_ns": 1.44,
  "sequential_cell_area_fraction_in_the_yosys_report_pct": 78.3
}
## cells in the final DEF, fill, tap and decap left out
cell type / count
nor2_4: 1
clkbuf_1: 2
edfxtp_1: 128
and2_4: 1
clkinv_2: 2
buf_4: 28
clkinvlp_4: 4
nor3_2: 1
nand3_1: 1
bufinv_16: 4
clkdlybuf4s50_1: 9
nand3b_1: 2
nand2b_1: 2
nor2_1: 12
buf_12: 4
a22oi_2: 13
or3b_2: 1
buf_2: 9
nor3_1: 3
nor2b_1: 2
buf_16: 1
mux4_2: 32
clkbuf_16: 17
clkinv_1: 2
dlygate4sd2_1: 2
a22oi_1: 3
nand2_1: 9
buf_6: 3
## synthesized netlist by cell type, drive strengths merged
cell	number	area share (%)
mux4	32	15
nor2b	2	0.25
a22oi	16	2.4
buf	8	0.97
nand3b	2	0.31
or3b	1	0.18
nand2	9	0.69
nor3	4	0.41
nand3	1	0.10
nor2	13	0.99
edfxtp	128	78
and2	1	0.13
nand2b	2	0.25
clkbuf	3	0.25
## path summary, 6_finish.rpt
kind,from,slack (ns),cells after the start,end
setup / recovery,ram[11][4],-0.22,4,data_out[4]
hold / removal,data_in[7],0.73,2,ram[9][7]
## where the power goes
part	internal, µW	switching, µW
registers	3340	12.1
clock network	2290	1150
logic	199	202
total	5830	1370
## layout make-up
class | count | share of cell area (%)
Clock buffer | 19 | 6.96
Clock inverter | 12 | 2.70
Multi-Input combinational cell | 83 | 17.4
Timing Repair Buffer | 56 | 8.11
Sequential cell | 128 | 61.8
Tap cell | 147 | 2.96
## timing repair
| action | CTS | global route |
|---|---|---|
| endpoints found under the setup margin | 8 | 8 |
| gates cloned | 1 | 0 |
| buffers inserted | 1 | 0 |
| resized | 45 | 3 |
| pin swaps | 17 | 1 |
## cells by family after synthesis
family | count (synthesis) | share of synthesized area, %
flip-flops | 128 | 78.3
AND-OR/OR-AND | 16 | 2.45
buffers and inverters | 11 | 1.22
multiplexers | 32 | 14.7
AND/OR/NAND/NOR | 35 | 3.31
## layer usage
layer	vias up	global-route usage, %	wire [µm]
met4	0	2.22	102
li1	1066	-	-
met3	8	8.52	750
met5	-	0	0
met1	1189	27.4	3940
met2	88	28.0	4970
## per-stage QoR
step | utilization, % | hold slack, ns | cells | setup slack (ns)
global placement | 46.3 | 1.14 | 413 | -0.662
floorplan | - | 0.459 | 222 | 0.00189
CTS | 51.9 | 0.718 | 445 | -0.262
global route | 52.0 | 0.734 | 445 | -0.321
finish | 52.0 | 0.733 | 445 | -0.217
detailed placement | 46.3 | 1.14 | 413 | -0.721
No activity file was given, so power comes from the tool's default toggle rates.
