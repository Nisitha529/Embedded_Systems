--- flow/run.sh ---
#!/bin/bash
# OpenROAD 26Q1-2900-gdf79404cd8, Yosys 0.63+post, stock flow scripts
make -C /OpenROAD-flow-scripts/flow DESIGN_CONFIG=/design/flow/config.mk WORK_HOME=/design/flow/orfs finish
--- flow/config.mk ---
export PLATFORM = sky130hd
export DESIGN_NAME = adder_tree_procedural
export DESIGN_NICKNAME = adder_tree_procedural
export VERILOG_FILES = /design/flow/design.v
export SDC_FILE = /design/flow/constraint.sdc
export NUM_CORES = 4
export LEC_CHECK = 1
export CORE_AREA = 10 10 70 70
export DIE_AREA = 0 0 80 80
--- flow/constraint.sdc ---
current_design adder_tree_procedural

set clk_period 9.6
set clk_io_pct 0.2

create_clock -name clk0 -period $clk_period

set non_clock_inputs [all_inputs -no_clocks]
set_input_delay [expr $clk_period * $clk_io_pct] -clock clk0 $non_clock_inputs
set_output_delay [expr $clk_period * $clk_io_pct] -clock clk0 [all_outputs]
--- flow/design.v ---
module adder_tree_procedural (
    input [3:0] a,
    input [3:0] b,
    input [7:0] c,
    input [7:0] d,
    output reg [4:0] sum1,
    output reg [8:0] sum2,
    output reg [9:0] sum3
);
    always @(a or b) begin
        sum1 = a + b ;
    end
    always @(c or d) begin
        sum2 = c + d ;
    end
    always @(*) begin
        sum3 = sum1 + sum2 ;
    end
endmodule
==> qor.txt <==
Status - complete, no violations
Final antenna-violating net count - 0
Most used routing layer - met2
Die Width - 80 um
Max-slew violations - 0
Total tool warning count - 32
Post-synth seq share - 0%
Clkbuf count - 0
Most frequent logic cell in the layout - clkdlybuf4s50_1
DR WL/cell - 12.8 um
P_leak - 0.591 nW
DP Wirelength - 2.17 mm
Overall fraction of global-route tracks in use - 7.19%
Worst relative slew slack - 77.5%
Crit-path max cell delay - 490 ps
FP Util - 22.7%
Met1 GRT Util - 10.4%
Netlist cell types - 32
Top Layout Cells - clkdlybuf4s50_1, ha_1, a21oi_1, inv_1, xnor2_1
DR iter-0 viols - 29
Vias per cell - 4.49
Synth Instances - 92
Pwr Density - 109 mW/mm^2
Yosys cell count - 92
Final Cycle Share - 75.3%
Top-Level Pins - 48
DRT Pass-1 Iters - 3
Area fraction in mux cells - 0%
Flip-flops - 0
WS Path Type - in -> out
First-pass GRT wire length - 3.91 mm
Hold Worst Slack - 4900 ps
Largest net degree at the start of global routing - 6
IO buf count - 48
Dominant comb cell - adder cells
Post-Synth Adder-Cell Area - 35.1%
Grt total ovfl - 0
Yosys xor share - 18.7%
Chip Area, Yosys - 777 um^2
Maxcap violations - 0
Peak supply drop - 0.0000409 V
Initial antenna violation count - 0
Syn_area_per_cell - 8.45 um^2
Antenna Cells - 0
# Post-CTS Setup Buffers - 0
Worst Hold Class - in -> out
Critical Path AT - 5310 ps
CP endpoint kind - output pin
Fmax - 138 MHz
Die area - 0.00640 mm^2
Met2 usage - 10.7%
Critical path fanouts, max - 4
Core Box Area - 0.00342 mm^2
Vias in the first global route - 867
Critical-path top delay cell - clkdlybuf4s50_1
AO/OA Area Share - 25.9%
Hold Path Depth - 3
Final hold violations - 0
WL final - 2.37 mm
Die Y - 80 um
Met3 Usage GRT - 2.39%
Synth Cell Area - 777 um^2
Setup TNS - 0 ps
WP data required - 7680 ps
RSZ-0062 raised after global routing - no
Reg area - 0 um^2
# rows - 21
Basic Gates by Area - 15.9%
Post_cts resized - 0
Final setup fails - 0
# DRC - 0
Vias - 836
Layout cells sized above 1 - 6.43%
Startpoint types - primary input
Min Tclk post-route - 7230 ps
Yosys Warn Count - 1
Hold Buf Count CTS - 0
Critical path, cell by cell - clkdlybuf4s50_1, ha_1, fa_1, a21o_1, a21oi_1, xnor2_1, ha_1, and3_1, and4bb_1, a211o_1, o2111ai_2, xnor2_1, clkdlybuf4s50_1
P&R area growth vs syn - 69.2%
Worst slew pin tran - 335 ps
Gp weighted congestion - 0.772
## per-stage QoR
stage	total power [mW]	std cells	worst slack (ps)	util, %	instance area [um^2]
floorplan	0.0647	92	3450	-	777
global placement	0.144	186	2390	38.5	1320
detailed placement	0.145	186	2370	38.5	1320
CTS	0.146	186	2350	38.5	1320
global route	0.160	186	2150	38.5	1320
finish	0.143	186	2370	38.5	1320
## critical path: cells and delay by family
kind	cells	cell delay [ps]
buf+inv	2	890
simple gates	2	370
fa+ha+maj	3	980
compound gates	4	850
xor+xnor	2	300
## power breakdown
group / switching (mW) / internal, mW
logic: 0.0529 / 0.0904
registers: 0 / 0
clock network: 0 / 0
total: 0.0529 / 0.0904
## synth_stat cells
library cell,n,share of area [%]
a211oi_4,1,2.6
o21a_1,1,0.97
a2111o_1,1,1.4
inv_2,2,0.97
o21ai_0,1,0.64
and3b_1,1,1.1
nand4_1,1,0.81
xnor2_1,7,7.9
a21o_1,5,4.8
inv_1,7,3.4
nor2_1,3,1.4
o21bai_1,2,1.9
fa_1,3,7.7
o31ai_1,1,0.97
o21ai_1,2,1.3
ha_1,17,27
o211ai_1,1,0.97
o2111ai_2,1,1.9
xor2_2,1,2.1
nor3_1,1,0.64
nand2_1,4,1.9
nand3_1,4,2.6
xnor2_2,2,4.2
and3_1,3,2.4
nor3_2,1,1.3
a211o_1,1,1.1
or2_4,1,1.1
nor3b_1,1,0.97
xor2_1,4,4.5
o22ai_1,1,0.81
a21oi_1,10,6.4
and4bb_1,1,1.6
## worst paths after layout
path / startpoint / end
setup / recovery: c[0] / sum3[8]
hold / removal: d[0] / sum2[0]
## logic make-up after synthesis
kind of cell / count (synthesis)
AND/OR/NAND/NOR: 21
AND-OR/OR-AND: 28
buffers and inverters: 9
adder cells (fa/ha/maj): 20
XOR/XNOR: 14
## area by class of cell
class / count / area, um^2
timing repair buffer: 48 / 480
inverter: 9 / 33.8
fill: 358 / 2100
multi-input combinational: 83 / 743
tap: 46 / 57.6
## layer usage
layer | share of wire [%] | wire length, um
met5 | 0 | 0
met4 | 0 | 0
met3 | 13 | 300
met2 | 38 | 905
met1 | 49 | 1170
No activity file was given, so power comes from the tool's default toggle rates.
