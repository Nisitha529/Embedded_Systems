File: flow/design.v
module SRAM_SYNC_read (
    input clk,
    input [7:0] data_in,
    input [3:0] address,
    input write_en,
    output [7:0] data_out
);
    reg [7:0] ram [0:15] ;
    reg [3:0] addr_buff;
    always @(posedge clk) begin
        if (write_en) begin
            ram[address] <= data_in ;
        end 
        addr_buff <= address ;
    end
    assign data_out = ram[addr_buff] ;
endmodule
File: flow/run.sh
#!/bin/bash
# OpenROAD 26Q1-2900-gdf79404cd8, Yosys 0.63+post, stock flow scripts
make -C /OpenROAD-flow-scripts/flow DESIGN_CONFIG=/design/flow/config.mk WORK_HOME=/design/flow/orfs finish
File: flow/config.mk
export PLATFORM = sky130hd
export DESIGN_NAME = SRAM_SYNC_read
export DESIGN_NICKNAME = SRAM_SYNC_read
export VERILOG_FILES = /design/flow/design.v
export SDC_FILE = /design/flow/constraint.sdc
export NUM_CORES = 4
export LEC_CHECK = 1
export CORE_UTILIZATION = 30
File: flow/constraint.sdc
current_design SRAM_SYNC_read

set clk_period 6.3
set clk_io_pct 0.2

create_clock -name clk0 -period $clk_period [get_ports {clk}]

set non_clock_inputs [all_inputs -no_clocks]
set_input_delay [expr $clk_period * $clk_io_pct] -clock clk0 $non_clock_inputs
set_output_delay [expr $clk_period * $clk_io_pct] -clock clk0 [all_outputs]
==> metrics.csv <==
metric;value;unit
cts_resized;0;
top_area_frac;0.759;
leakage;2.01;nW
power.total;2.13;mW
post-place-cells;470;
ctsHoldBuffers;0;
ys_cells;225;
grt_max_degree;33;
die_width;132;um
ir_drop;0.000182;V
netlist_area;0.00507;mm2
fin_crit;4.05;ns
clkPwrFrac;0.490;
ios;22;
grt_pass1_wl;15300;um
reg.largest.list;ram: 128 flops;
h-tree-depth;4;
post_synth_num_cell_types;19;
ant_nets;0;
p_sw;0.384;mW
io_buffers;21;
end_kind;output pin;
yosys_warnings;1;
cts_num_sinks;132;
wire_per_inst;19.9;um
clk_path_buf_depth;2;
area_leaders;edfxtp_1 (76%), mux4_2 (8.0%), mux4_1 (7.3%);
cp_max_fo;25;
postCtsSetupRepairBufs;0;
setup_tns;0;ns
stdcell_count;502;
rsz0062_at_grt;false;
ys_seq_frac;0.774;
vias;2423;
drc;0;
critPathRequiredTime;5.04;ns
crit_path_start_kind;flop;
pre_cts_slack;2.64;ns
synth_chip_area;0.00507;mm2
post-route-util;0.376;
critPathKind;reg2out;
place_congestion;0.758;
tightest_slew;0.877;ns
largest_reg_flops;128;
syn2layout_area_growth;22.5;%
antenna_found_initial;0;
comb_power_share;0.045;
finalClockPeriodUsage;0.643;
drive_above_1_share;0.216;
top_area_cell;edfxtp_1;
num_rows;47;
fp_util;0.307;
drt_pre_antenna_iters;4;
switching_share;0.181;
warnings;25;
antenna-diode-count;0;
p_int;1.74;mW
fmax;247;MHz
power_density;342;mW/mm2
routed_via_density;4.83;
n_fill_cell;1459;
clockRootBuffer;clkbuf_16;
synth_cells;225;
seq_power_share;0.465;
max_slew_margin;0.413;
hold_path.class;in2reg;
drt-total-wl;9990;um
die_area;0.0174;mm2
die_h;132;um
final-hold-violation-count;0;
top_register;ram;
first_global_vias;2669;
initialDrtViolationCount;173;
cts_tree;built;
setup-violations-final;0;
numCtsBuffers;17;
coreArea;0.0165;mm2
outcome;completed;
dp_hpwl;6310;um
clkTransAtPathRegs;0.05;ns
worst_slack;2.25;ns
cap_violations;0;
arrival;2.79;ns
grt-ovfl-total;0;
synth_flop_count;132;
gr-usage-all-layers;0.130;
slew_violations;0;
syn_avg_cell_area;22.5;um2
## final timing paths
path	end	startpoint	depth (start not counted)
worst min-delay path	flop	address[3]	1
worst max-delay path	data_out[1]	flop	5
## synth_stat cells (all sizes together)
master,n
nand3,1
nand2,9
and2b,1
nor2,13
and2,1
nor2b,1
buf,7
dfxtp,4
mux4,32
clkdlybuf4s25,3
a22oi,16
or3b,1
nand3b,2
nor3,4
edfxtp,128
nand2b,2
## placed cells by master (no fill, tap or decap)
cell type and n:
edfxtp_1 128, clkdlybuf4s50_1 21, mux4_2 18, clkbuf_16 17
a22oi_1 16, mux4_1 14, buf_4 14, nor2_1 13
nand2_1 9, bufinv_16 5, clkbuf_1 5, nor3_1 4
dfxtp_1 3, clkinvlp_4 3, nand3b_1 2, nand2b_1 2
nor2b_1 1, and2_1 1, and2b_1 1, nand3_1 1
or3b_2 1, dfxtp_2 1, clkbuf_8 1, clkinv_2 1
## cell families after synthesis
| group | count (synthesis) | share of synthesized area |
|---|---|---|
| buffers and inverters | 10 | 0.0170 |
| multiplexers | 32 | 0.153 |
| AND-OR/OR-AND | 16 | 0.0237 |
| flip-flops | 132 | 0.774 |
| AND/OR/NAND/NOR | 35 | 0.0323 |
## routing by layer
metal / share of wire / vias to the layer above / wire length [um] / GRT usage
li1: - / 1050 / - / -
met1: 0.37 / 1221 / 3660 / 0.154
met2: 0.48 / 145 / 4760 / 0.196
met3: 0.15 / 7 / 1470 / 0.100
met4: 0.010 / 0 / 104 / 0.0168
met5: 0 / - / 0 / 0
## layout make-up
| cell class | instances | area (um2) | area share |
|---|---|---|---|
| Sequential cell | 132 | 3930 | 0.632 |
| Multi-Input combinational cell | 83 | 1060 | 0.170 |
| Clock buffer | 23 | 458 | 0.0738 |
| Timing Repair Buffer | 35 | 315 | 0.0508 |
| Tap cell | 220 | 275 | 0.0443 |
| Clock inverter | 9 | 178 | 0.0286 |
## power by group through the flow
stage | Clock [mW] | Combinational, mW | Sequential, mW
final | 1.04 | 0.0966 | 0.988
after global routing | 1.10 | 0.106 | 0.989
after CTS | 1.06 | 0.0988 | 0.988
## worst max-delay path: stages, from the launching register on
cell,delay (ns)
dfxtp_2,0.48
buf_4,0.46
mux4_1,0.61
a22oi_1,0.33
nand2_1,0.09
clkdlybuf4s50_1,0.40
## per-stage QoR
stage	instance area [um2]	hold WS [ns]
finish	6210	1.43
global route	6210	1.43
CTS	6210	1.43
detailed placement	5570	1.86
global placement	5570	1.85
floorplan	5070	1.29
Power figures rest on the tool's default switching activity, not on a simulated workload.
